==> flow/design.v <==
module CORDIC1(
    clock,     
    start,
	 reset,     
    z,  
    cos_out   
); 
input clock;
input reset;
input [21:0] z;
input  start;
output [21:0] cos_out; 
reg [21:0] cos; 
reg [21:0] angle;
reg [4:0] count;
reg state;
wire [21:0] cos_next;
reg [21:0] sin;
wire [21:0] sin_next;  
wire [21:0] angle_next;
wire [4:0] count_next; 
wire [21:0] cos_next2;
wire [21:0] sin_next2;  
wire [21:0] angle_next2;
wire [4:0] count_next2;
wire [21:0] cos_next3;
wire [21:0] sin_next3;  
wire [21:0] angle_next3;
wire [4:0] count_next3;
wire [21:0] cos_next4;
wire [21:0] sin_next4;  
wire [21:0] angle_next4;
wire [4:0] count_next4;
  reg [21:0] cos_start;          
  reg [21:0] sin_start;
  reg [21:0] angle_start;  
  reg [4:0]  count_start;         
  reg			 en_start;
	reg new_start; 
	reg [21:0] prev_start ;
reg en_next;
reg en; 
reg state_start;
reg new_input;
reg input_next;
reg state_next;
reg [21:0] prev_input;
reg [21:0] cos_final;
reg [21:0] final_next; 
wire [21:0] cos_out = cos_final; 
cordicadder add1(.en(en),.cos(cos),.sin(sin),.angle(angle),.count(count),.cos_next(cos_next),.sin_next(sin_next),.angle_next(angle_next), 
.count_next(count_next)); 
cordicadder add2(.en(en),.cos(cos_next),.sin(sin_next),.angle(angle_next),.count(count_next),.cos_next(cos_next2),.sin_next(sin_next2),
.angle_next(angle_next2), 
.count_next(count_next2)); 
cordicadder add3(.en(en),.cos(cos_next2),.sin(sin_next2),.angle(angle_next2),.count(count_next2),.cos_next(cos_next3),.sin_next(sin_next3),
.angle_next(angle_next3), 
.count_next(count_next3)); 
cordicadder add4(.en(en),.cos(cos_next3),.sin(sin_next3),.angle(angle_next3),.count(count_next3),.cos_next(cos_next4),.sin_next(sin_next4),
.angle_next(angle_next4), 
.count_next(count_next4));
initial begin
state<=0;
new_input<=1'b1;
input_next<=1'b1;
prev_input=22'd2;
end
always @(posedge clock or posedge reset) begin
    if (reset) begin
        cos <= 0;
        angle <= 0;
        count <= 0;
        state <= 0;
		  en<=0; 
		  new_input<=1;
	 end 
	 else if(~state&new_input)begin
		 cos<=cos_start; 
		 sin<=sin_start; 
		 angle<= angle_start; 
		 count<=count_start; 
		 state<=state_start;
		 en<=en_start;
		 new_input<=new_start;
		 prev_input<=prev_start;	
	end else begin
		  cos <= cos_next4;
        sin <= sin_next4;
        angle <= angle_next4;
        count <= count_next4;
        state <= state_next;
		  en<=en_next; 
		  prev_input<=z;
		  new_input<=input_next;
		  cos_final<=final_next;
		  end
		  end
always@(*) begin
if(prev_input==z) begin
input_next=0;
end else begin 
input_next=1'b1;
end
if (state) begin
        state_next<=1'b1; 
		  en_next<=1'b1;
		if (count_next4 == 5'd16) begin
            state_next <= 0;
        en_next<=1'b0;
		  final_next<=cos_next4;
		  end 
    end else begin 
		if(start) begin 
		cos_start<=22'b0010011011011101001110;
		sin_start<=0;
		angle_start<=z;
		new_start<=0; 
		prev_start<=z;
		en_start=1'b1;
		count_start<=0;
		state_start<=1;
		end else begin 
		state_start<=0; 
		new_start<=1'b1;
		end
		end 
end
endmodule
module cordicadder(en,cos,sin,angle,cos_next,sin_next,angle_next,count,count_next); 
input en;
input  [21:0] cos;  
input [21:0] sin;
input   [21:0] angle; 
input [4:0] count;
output reg [21:0] cos_next; 
output reg [21:0] sin_next; 
output reg [21:0] angle_next; 
output reg [4:0] count_next;
wire [21:0] cos_signbits = {22{cos[21]}}; 
wire [21:0] cos_shr = {cos_signbits, cos} >> count; 
wire [21:0] sin_signbits = {22{sin[21]}}; 
wire [21:0] sin_shr = {sin_signbits, sin} >> count;
wire direction_negative = angle[21]; 
wire [21:0] beta_lut [0:16];
assign beta_lut[0] = 22'b0011001001000011111101;
assign beta_lut[1] = 22'b0001110110101100011001;
assign beta_lut[2] = 22'b0000111110101101101110;
assign beta_lut[3] = 22'b0000011111110101011011;
assign beta_lut[4] = 22'b0000001111111110101010;
assign beta_lut[5] = 22'b0000000111111111110101;
assign beta_lut[6] = 22'b0000000011111111111110;
assign beta_lut[7] = 22'b0000000001111111111111;
assign beta_lut[8] = 22'b0000000000111111111111;
assign beta_lut[9] = 22'b0000000000011111111111;
assign beta_lut[10] = 22'b0000000000001111111111;
assign beta_lut[11] = 22'b0000000000000111111111;
assign beta_lut[12] = 22'b0000000000000011111111;
assign beta_lut[13] = 22'b0000000000000001111111;
assign beta_lut[14] = 22'b0000000000000000111111;
assign beta_lut[15] = 22'b0000000000000000011111;
assign beta_lut[16] = 22'b0000000000000000001111;
wire [21:0] beta = beta_lut[count]; 
 always @(*) begin       
		 if(en==1'b1) begin
		  cos_next = cos + (direction_negative ? sin_shr : -sin_shr);
        sin_next = sin + (direction_negative ? -cos_shr : cos_shr);
		  angle_next = angle + (direction_negative ? beta : -beta);
        count_next = count + 5'd1;
end
		end 
		 endmodule 
==> flow/run.sh <==
#!/bin/bash
# OpenROAD 26Q1-2900-gdf79404cd8, Yosys 0.63+post, stock flow scripts
make -C /OpenROAD-flow-scripts/flow DESIGN_CONFIG=/design/flow/config.mk WORK_HOME=/design/flow/orfs finish
==> flow/config.mk <==
export PLATFORM = sky130hd
export DESIGN_NAME = CORDIC1
export DESIGN_NICKNAME = CORDIC1
export VERILOG_FILES = /design/flow/design.v
export SDC_FILE = /design/flow/constraint.sdc
export NUM_CORES = 4
export LEC_CHECK = 1
export CORE_UTILIZATION = 40
==> flow/constraint.sdc <==
current_design CORDIC1

set clk_period 3.3
set clk_io_pct 0.2

create_clock -name clk0 -period $clk_period [get_ports {clock}]

set non_clock_inputs [all_inputs -no_clocks]
set_input_delay [expr $clk_period * $clk_io_pct] -clock clk0 $non_clock_inputs
set_output_delay [expr $clk_period * $clk_io_pct] -clock clk0 [all_outputs]
==> job_summary.md <==
### Flow metrics

| Metric | Value |
|---|---|
| Area grow syn2layout | `5.57%` |
| Endpoints left unconstrained | `353` |
| WL/cell | `24.0 um` |
| Tot GR Track Use | `28.7%` |
| GR met2 Demand/Resource | `41.8%` |
| Post-DP HPWL | `103 mm` |
| Top delay family on crit path | `buffers and inverters` |
| Number of enable flip-flop cells | `66` |
| Die Area | `0.0936 sq mm` |
| Crit-path cells | `clkdlybuf4s50_1` |
| R2r startpoint | `new_input` |
| Largest net degree at the start of global routing | `97` |
| Worst-path maximum fanout | `1` |
| Hold Buf Count CTS | `0` |
| Via Count | `33,800` |
| # IOs | `47` |
| CTS Root Cell | `clkbuf_16` |
| Dominant flop cell | `dlxtp_1` |
| WS Path Type | `reg -> out` |
| Crit path largest cell delay | `0.48 ns` |
| Share of cells above drive strength 1 | `8.82%` |
| Worst Tran Pin Value | `1.04 ns` |
| Run status | `completed` |
| Max cap viols | `0` |
| Die height | `306 um` |
| Post-DP Area | `0.0384 sq mm` |
| Avg Synthesized Cell Area | `8.41 sq um` |
| Overflow after GRT | `0` |
| Reg2Reg Depth | `4` |
| M3 GR Usage | `7.61%` |
| Port bufs | `46` |
| Post-DR vias/cell | `6.17` |
| Fmax | `531 MHz` |
| Req. time, crit path | `2.64 ns` |
| Yosys cell count | `4,392` |
| Yosys cell types | `102` |
| Global-route wire length before repair | `200 mm` |
| Flops after synth | `449` |
| Log Warnings | `41` |
| Max Slew Vio Count | `0` |
| Slowest stage cell, crit path | `clkdlybuf4s50_1` |
| Postcts setup bufs | `0` |
| R2R setup slack | `1.78 ns` |
| Final Hold Fails | `0` |
| Post-route ant nets | `0` |
| Post-route design area | `0.0390 sq mm` |
| Insertion Delay late pin | `0.41 ns` |
| DRC | `0` |
| CP endpoint kind | `output pin` |
| Fin Setup TNS | `0 ns` |
| Post-layout min period | `1.88 ns` |
| RSZ-0062 raised after global routing | `no` |
| Clk pin slew, worst setup/hold paths | `0.06 ns` |
| Initial antenna violation count | `4` |
| Yosys stat area | `0.0370 sq mm` |
| HP Class | `in -> async` |
| CTS Buf Count | `17` |
| Slew HR | `30.5%` |
| Register pins left without a clock | `331` |
| Buffers & Inverters on Critical Path | `1` |
| Ys Warns | `2` |
| CTS resizes | `0` |
| Mapped cell area | `0.0370 sq mm` |
| Reg-to-Reg End | `cos_final[6]` |
| Final wirelength | `132 mm` |
| CTS tree | `done` |
| GR peak layer | `met1` |
| Core area | `0.0915 sq mm` |
| DIE WIDTH | `306 um` |
| Setup violators final | `0` |
| Clock Path Buffers | `2` |
| DRT iter0 DRCs | `3,405` |
| Asr flop ratio synth | `11.6%` |
| WP data arrival | `1.22 ns` |
| Cells after Synth | `4,392` |
| Startpoint type of the worst setup path | `register` |
| Final Cycle Share | `57.1%` |
| H-tree Lvls | `4` |
| Detailed-router iteration count before antenna repair | `6` |
| Met1 Usage GRT | `42.6%` |
| ANT cells | `0` |
| Num rows | `111` |
| Clock Skews | `0.0111 ns` |
| Core Util at FP | `40.4%` |
| Vias in the first global route | `31,900` |
| Routability cong. | `1.03` |
## layout make-up
| type | instances | area, sq um |
|---|---|---|
| clock buffer | 19 | 454 |
| multi-input combinational | 3589 | 27200 |
| timing repair buffer | 110 | 953 |
| clock inverter | 13 | 171 |
| tap | 1186 | 1480 |
| inverter | 116 | 437 |
| sequential | 449 | 8260 |
| fill | 9023 | 52500 |
## worst reg2reg max path, delay by kind of cell, from the launching register on
family / cells / cell delay (ns)
simple gates: 2 / 0.18
buf+inv: 2 / 0.54
flops: 1 / 0.53
## layer usage
| layer | up-vias | share of wire (%) |
|---|---|---|
| met4 | 2 | 3.8 |
| li1 | 15900 | - |
| met3 | 245 | 9.5 |
| met5 | - | 0.0068 |
| met2 | 1644 | 43 |
| met1 | 16100 | 44 |
## synthesized netlist by cell type (27+ instances only)
cell type	number	area share [%]
a211oi_1	50	1.0
a21o_1	87	1.8
a21oi_1	332	4.5
a31oi_1	54	0.91
and2_1	61	1.0
and3_1	27	0.46
buf_1	52	0.53
buf_2	29	0.39
clkbuf_1	146	1.5
dfrtp_1	51	3.5
dlxtn_1	46	1.9
dlxtp_1	285	12
edfxtp_1	66	5.4
ha_1	288	9.8
inv_1	108	1.1
mux2_2	57	1.7
mux2i_1	85	2.3
mux4_1	28	2.0
mux4_2	141	8.6
nand2_1	449	4.6
nand2b_1	68	1.2
nand3_1	82	1.1
nor2_1	342	3.5
nor2b_1	51	0.86
nor3_1	98	1.3
o211ai_1	37	0.75
o21a_1	45	0.91
o21ai_0	233	3.2
o21bai_1	35	0.71
o22ai_1	41	0.69
or2_2	36	0.61
or3_1	29	0.49
xnor2_1	330	7.8
xor2_1	141	3.3
## worst max-delay path by stage
stage | from | endpoint | slack (ns) | cells past startpoint
global route | cos_final[9] | cos_out[9] | 1.37 | 1
finish | cos_final[9] | cos_out[9] | 1.42 | 1
CTS | cos_final[9] | cos_out[9] | 1.38 | 1
## kinds of logic (layout without fill, tap and decap cells)
| family | Yosys count | count (layout) | synth area share (%) |
|---|---|---|---|
| AND/OR/NAND/NOR | 1346 | 1346 | 17.2 |
| AND-OR/OR-AND | 1160 | 1160 | 20.3 |
| XOR/XNOR | 472 | 472 | 11.2 |
| buffers and inverters | 354 | 258 | 3.94 |
| latches | 331 | 331 | 13.5 |
| multiplexers | 311 | 311 | 14.6 |
| adder cells (fa/ha/maj) | 300 | 300 | 10.4 |
| flip-flops | 118 | 118 | 8.89 |
## through the flow
stage               hold WS, ns  utilization (%)  setup WS, ns  cells
floorplan                 0.629                -         0.213   4392
global placement          0.764             41.9          1.11   5450
CTS                       0.763             42.6          1.38   5482
finish                    0.754             42.6          1.42   5482
detailed placement        0.764             41.9          1.14   5450
global route              0.794             42.6          1.37   5482
## cell usage in the layout, fill, tap and decap left out, types with 45 or more instances in the layout
cell type          n
dlxtn_1           46
dfrtp_1           46
buf_4             63
mux2i_1           85
nand2_1          449
edfxtp_1          66
o21a_1            45
ha_1             288
mux4_2           141
mux2_2            57
nor2_1           341
a21o_1            87
nand3_1           82
xor2_1           141
a31oi_1           54
xnor2_1          330
inv_1            107
a21oi_1          332
a211oi_1          50
dlxtp_1          285
nor2b_1           51
and2_1            61
nand2b_1          67
o21ai_0          233
nor3_1            98
clkdlybuf4s50_1   46
